==> run.sh <==
#!/bin/bash
# OpenROAD 26Q1-2900-gdf79404cd8, Yosys 0.63+post, stock flow scripts
make -C /OpenROAD-flow-scripts/flow DESIGN_CONFIG=/design/flow/config.mk WORK_HOME=/design/flow/orfs finish
==> config.mk <==
export PLATFORM = sky130hd
export DESIGN_NAME = forwarding_Ctrl
export DESIGN_NICKNAME = forwarding_Ctrl
export VERILOG_FILES = /design/flow/design.v
export SDC_FILE = /design/flow/constraint.sdc
export NUM_CORES = 4
export LEC_CHECK = 1
export CORE_AREA = 10 10 99 99
export DIE_AREA = 0 0 109 109
==> constraint.sdc <==
current_design forwarding_Ctrl

set clk_period 9.1
set clk_io_pct 0.2

create_clock -name clk0 -period $clk_period

set non_clock_inputs [all_inputs -no_clocks]
set_input_delay [expr $clk_period * $clk_io_pct] -clock clk0 $non_clock_inputs
set_output_delay [expr $clk_period * $clk_io_pct] -clock clk0 [all_outputs]
==> design.v <==
module forwarding_Ctrl#(parameter WIDTH = 32) (
    input [  4: 0]       ex_rf_raddr1,
    input [  4: 0]       ex_rf_raddr2,
    input [WIDTH - 1: 0] ex_rf_rdata1,
    input [WIDTH - 1: 0] ex_rf_rdata2,
    input [  4: 0]       ls_rf_waddr,
    input                ls_rf_we,
    input [WIDTH - 1: 0] ls_rf_wdata_i,    
    input [  4: 0]       wb_rf_waddr,
    input                wb_rf_we,
    input [WIDTH - 1: 0] wb_rf_wdata_i,    
    output[WIDTH - 1: 0] ex_rf_rdata1_o,
    output[WIDTH - 1: 0] ex_rf_rdata2_o
);
    wire ForwardA_exu = ls_rf_we && (ls_rf_waddr != 0 ) && (ls_rf_waddr == ex_rf_raddr1);
    wire ForwardA_lsu = wb_rf_we && (wb_rf_waddr != 0 ) && (wb_rf_waddr == ex_rf_raddr1) && (!ForwardA_exu);
    wire ForwardB_exu = ls_rf_we && (ls_rf_waddr != 0 ) && (ls_rf_waddr == ex_rf_raddr2);
    wire ForwardB_lsu = wb_rf_we && (wb_rf_waddr != 0 ) && (wb_rf_waddr == ex_rf_raddr2) && (!ForwardB_exu);
    wire [1:0] FA_sel   =   {ForwardA_exu, ForwardA_lsu};
    wire [1:0] FB_sel   =   {ForwardB_exu, ForwardB_lsu};
    reg[WIDTH - 1: 0] r_data1, r_data2;
    assign ex_rf_rdata1_o = r_data1;
    assign ex_rf_rdata2_o = r_data2;
    always @(*) begin
        case (FA_sel)
            2'b10: r_data1 = ls_rf_wdata_i;
            2'b01: r_data1 = wb_rf_wdata_i;
            2'b00: r_data1 = ex_rf_rdata1;
            default: r_data1 = 32'b0;
        endcase
        case (FB_sel)
            2'b10: r_data2 = ls_rf_wdata_i;
            2'b01: r_data2 = wb_rf_wdata_i;
            2'b00: r_data2 = ex_rf_rdata2;
            default: r_data2 = 32'b0;
        endcase
    end
endmodule
==> results.toml <==
# physical design summary
[outcome]
outcome = "finished, final reports clean"

[floorplanning]
die-height_um = 109
placementRows = 32
top_level_ports = 214
design.core.area_mm2 = 0.00773
initial_core_util = 0.289
die_w_um = 109
dieArea_mm2 = 0.0119

[setup_path]
crit_path_end_kind = "primary output"
cp_top_family = "buffers and inverters"
critPathSlowestCell = "or4_1"
crit_end = "ex_rf_rdata2_o[15]"
crit_path_start_kind = "primary input"
required_ns = 7.28
arrival_ns = 4.85
cp_max_fo = 33
path_buffers = 4
path_cells = "clkdlybuf4s50_1, or4_1, o211ai_4, buf_4, or2_1, buf_4, a31oi_1, clkdlybuf4s50_1"
critPathMaxStageDelay_ns = 0.65
worstSetupPathDepth = 8
path_class = "in -> out"
crit_path_start = "ls_rf_waddr[0]"

[clock_network]
ctsHoldBuffers = 0
post_cts_resized = 0
post-cts-setup-buffers = 0

[hold_path]
worstHoldPathCells = 4
hp-class = "in -> out"

[synthesis]
top_cell_area_share = 0.215
common_cells = "66 x nand4_1, 66 x nor3_1, 64 x a31oi_1, 64 x o31ai_1, 36 x clkbuf_1"
ys_seq_frac = 0
netlist_instances = 355
area_leaders = "o31ai_1 22%, nand4_1 18%, a31oi_1 18%, nor3_1 15%, clkbuf_1 6.1%"
ys_area_mm2 = 0.00223
syn-cell-area_mm2 = 0.00223
yosysTopAreaCell = "o31ai_1"
yosysWarnings = 1
synth_cell_types = 20
synth.avg_cell_area_um2 = 6.29
yosys_cells = 355

[final_layout]
synthToLayoutAreaGrowth_pct = 93.4
clock_buffers = 0
final_util = 0.559
regArea_um2 = 0
combGateArea_mm2 = 0.00195
drive_gt1_frac = 0.0479
fin_area_mm2 = 0.00432
fillers = 750
layout.cells.non_filler = 624
flops = 0

[place]
dpl_worst_slack_ns = 2.41
place_area_mm2 = 0.00432
io_buffers = 214
place_inst = 624
place.gp.congestion = 0.950
hpwlAfterDp_mm = 10.8

[drt]
drc = 0
first_iter_violations = 393
dr.pass1.iters = 5
vias_per_cell = 6.17
postRouteAntennaNets = 0
wl_mm = 14.9
routedWlPerCell_um = 23.9
num_antenna_cells = 0
vias = 3850

[power_and_ir_drop]
pwr-share-comb = 1.000
p_int_mw = 0.120
power.switching_mw = 0.104
power_frac_clock = 0
p_leak_nw = 1.24
switching_share = 0.465
vdd_drop_max_v = 0.0000507
p_per_area_mw_per_mm2 = 51.9
report.power.total_mw = 0.224
pwr-share-seq = 0

[timing]
tightest_slew_ns = 0.719
fin_tns_setup_ns = 0
finalMaxSlewViolations = 0
slew_headroom = 0.521
timing.fmax_mhz = 150
fin_ws_ns = 2.43
finalSetupViolCount = 0
min_period_ns = 6.67
rsz0062_at_grt = "no"
timing.hold.ws_ns = 4.59
fin_crit_sh = 0.733
hold_viol = 0

[global_routing]
grt_max_degree = 65
grt_pass1_vias = 3749
grt_remaining_overflow = 0
met1_usage = 0.292
use_met3 = 0.0502
grt_pass1_wl_mm = 22.1
grt_usage = 0.232
grt_most_used_layer = "met2"
antenna_found_initial = 0
grt_use_met2 = 0.401

[job]
maxCapViolCount = 0
warnings = 33
## layout make-up
type | instances | share of cell area
timing repair buffer | 228 | 0.520
multi-input combinational | 294 | 0.450
tap | 102 | 0.0295
## cell usage in the layout, fill, tap and decap left out
cell type          n
a31oi_1           64
buf_4             14
clkdlybuf4s50_1  214
nand4_1           66
nor2_2             2
nor3_1            64
nor3_2             2
o211ai_4           2
o21a_2             1
o21ai_4            1
o31ai_1           64
or2_1              2
or2_2              2
or3_1              2
or4_1              1
or4_4              1
xnor2_1           10
xor2_1            10
## power by group through the flow
stage                 Combinational (mW)  Sequential (mW)  Clock, mW
after CTS                          0.224                0          0
after global routing               0.239                0          0
final                              0.224                0          0
## worst min path at each step
| stage | start | endpoint |
|---|---|---|
| after CTS | ex_rf_rdata2[31] | ex_rf_rdata2_o[31] |
| after global routing | ex_rf_rdata2[15] | ex_rf_rdata2_o[15] |
| final | ex_rf_rdata2[31] | ex_rf_rdata2_o[31] |
## layer usage
| metal | share of wire | vias up | routed length, um |
|---|---|---|---|
| met4 | 0.020 | 0 | 297 |
| met2 | 0.49 | 230 | 7340 |
| met3 | 0.10 | 16 | 1510 |
| met5 | 0 | - | 0 |
| li1 | - | 1820 | - |
| met1 | 0.39 | 1784 | 5740 |
## cells by family after synthesis
| logic type | after synthesis | synth area share |
|---|---|---|
| simple gates | 142 | 0.361 |
| compound gates | 132 | 0.416 |
| buf+inv | 61 | 0.144 |
| xor+xnor | 20 | 0.0784 |
No activity file was given, so power comes from the tool's default toggle rates.
