`./config.mk`:
```
export PLATFORM = sky130hd
export DESIGN_NAME = ysyx22041405_branch
export DESIGN_NICKNAME = ysyx22041405_branch
export VERILOG_FILES = /design/flow/design.v
export SDC_FILE = /design/flow/constraint.sdc
export NUM_CORES = 4
export LEC_CHECK = 1
export CORE_UTILIZATION = 30
```
`./constraint.sdc`:
```
current_design ysyx22041405_branch

set clk_period 19.5
set clk_io_pct 0.2

create_clock -name clk0 -period $clk_period

set non_clock_inputs [all_inputs -no_clocks]
set_input_delay [expr $clk_period * $clk_io_pct] -clock clk0 $non_clock_inputs
set_output_delay [expr $clk_period * $clk_io_pct] -clock clk0 [all_outputs]
```
`./design.v`:
```
module ysyx22041405_branch #(parameter WIDTH = 32)(
    input [WIDTH - 1: 0] Imm,
    input [WIDTH - 1: 0] rf_rs1,
    input [WIDTH - 1: 0] pc,
    input [WIDTH - 1: 0] pc_add4,
    input [WIDTH - 1: 0] alu_result,
    input [        3: 0] branch_sel,
    output[WIDTH - 1: 0] next_pc
);
    wire branch_src,branch_seq,sel_nextpc_ctrl;
    assign {branch_src, branch_seq, sel_nextpc_ctrl} = branch_sel[2:0];
    wire [WIDTH - 1: 0] add_src2;
    wire [WIDTH - 1: 0] add_imm;
    wire [WIDTH - 1: 0] add_imm_and;
    wire [WIDTH - 1: 0] nextpc_src2;
    assign add_src2     = branch_src? pc: rf_rs1;
    assign add_imm      = Imm + add_src2;
    assign add_imm_and  = add_imm & ~({{(WIDTH-1){1'b0}},{1'b1}});
    assign nextpc_src2 = branch_sel[3]? add_imm : add_imm_and;
    assign next_pc = sel_nextpc_ctrl?
    (alu_result[0]?  nextpc_src2 : pc_add4):
    (branch_seq   ?  pc_add4 : nextpc_src2);
endmodule
```
`./run.sh`:
```
#!/bin/bash
# OpenROAD 26Q1-2900-gdf79404cd8, Yosys 0.63+post, stock flow scripts
make -C /OpenROAD-flow-scripts/flow DESIGN_CONFIG=/design/flow/config.mk WORK_HOME=/design/flow/orfs finish
```
==> qor.log <==
INFO  run_status     run_status=completed
INFO  layout         number_of_fill_cells_in_the_layout=875
INFO  placement      io_buffer_count=165
INFO  power          p_per_area=32.9nW/µm²
INFO  power          net_switching_component_of_the_power=64.5µW
INFO  clock_tree     setup_bufs_post_cts=0
INFO  layout         areaGrowthSynthToFinish=61.4%
INFO  route          remaining_drc_errors=0
INFO  power          clkPwrFrac=0%
INFO  timing         report.final.hold_viol_count=0
INFO  route          dr_wl_met3=433µm
INFO  logic_synthesis yosysWarningCount=0
INFO  logic_synthesis synth.largest_area_cell=sky130_fd_sc_hd__ha_1
INFO  power          total_power=145µW
INFO  route          dr.first_iter.drc_count=137
INFO  timing         max_slew.worst_pin.slew=0.913ns
INFO  floorplan      design.portCount=196
INFO  setup_path     worst_ep_arrival_time=7.94ns
INFO  placement      place_hpwl=8.06mm
INFO  route          post_drt_antenna_nets=0
INFO  setup_path     worstPathMaxFanout=18
INFO  setup_path     path_delay_family=buffers and inverters
INFO  setup_path     crit_path_start_kind=input pin
INFO  placement      dp_worst_setup_slack=7.61ns
INFO  flow_run       drv.max_cap_violation_count=0
INFO  floorplan      fp.dieH=97.5µm
INFO  logic_synthesis ys_cells=396
INFO  placement      place_congestion=0.890
INFO  clock_tree     cts-hold-fix-buffers=0
INFO  placement      placedInstanceArea=4410µm²
INFO  power          power.leakage=0.00177µW
INFO  power          power_frac_seq=0%
INFO  layout         layout.sequential_cells=0
INFO  power          combinational_power_share=100.0%
INFO  floorplan      die-area=9500µm²
INFO  setup_path     crit_chain=clkdlybuf4s50_1 -> buf_4 -> mux2_2 -> ha_1 -> a21oi_1 -> o21ai_0 -> a221oi_1 -> o21ai_0 -> o211a_1 -> nor3_2 -> clkdlybuf4s50_1
INFO  setup_path     timing.critical_path.required=15.60ns
INFO  timing         timing.fmax=84.5MHz
INFO  timing         setup_viol_count_final=0
INFO  clock_tree     post_cts_resize_count=0
INFO  route          wl_per_cell=14.7µm
INFO  logic_synthesis post_synth.cell_area_avg=6.90µm²
INFO  floorplan      floorplan.initialDensity=31.2%
INFO  layout         layout.cell_area.non_filler=4410µm²
INFO  global_routing wire_length_of_the_first_global_routing_pass=15.5mm
INFO  global_routing first_global_vias=3264
INFO  logic_synthesis area_figure_in_the_yosys_stat_output=2730µm²
INFO  setup_path     worstSetupPathType=in -> out
INFO  floorplan      coreArea=8760µm²
INFO  floorplan      rows=34
INFO  route          detail_route.first_pass.iterations=5
INFO  global_routing antenna_violations_before_repair=0
INFO  logic_synthesis synth.most_common_cell=sky130_fd_sc_hd__a21oi_1
INFO  flow_run       openroad.warnings=63
INFO  power          vdd.ir_drop.worst=13.9µV
INFO  global_routing maximum_number_of_pins_on_one_net_before_global_route_repair=30
INFO  logic_synthesis post-synth-top-area-fraction=14.2%
INFO  logic_synthesis synth_cells=396
INFO  floorplan      die_width=97.5µm
INFO  layout         drive_above_1_share=10.1%
INFO  timing         slew_viol_final=0
INFO  logic_synthesis synth.area.top_cells=sky130_fd_sc_hd__ha_1 (14%), sky130_fd_sc_hd__mux2_2 (13%), sky130_fd_sc_hd__a21oi_1 (9.0%)
INFO  layout         clock_buffer_count=0
INFO  timing         post-route-min-period=11.84ns
INFO  power          internal_power=80.9µW
INFO  power          power_switching_share=44.4%
INFO  logic_synthesis postSynthSeqShare=0%
INFO  setup_path     critical_path.endpoint_type=output pin
INFO  timing         final_min_period_over_clock_period=60.7%
INFO  timing         max-slew-margin-rel=39.2%
INFO  logic_synthesis count_of_distinct_cell_types_in_the_synthesized_netlist=57
INFO  timing         grt_setup_unrepaired=false
INFO  global_routing global_route_overflow=0
INFO  route          dr.max_layer_used=met3
INFO  route          antennaDiodeCount=0
INFO  global_routing gr_util_all_layers=19.5%
INFO  layout         combGateArea=2580µm²
INFO  timing         final_critical_path_setup_slack=7.66ns
INFO  layout         layout.area.seq=0µm²
INFO  route          drt-total-wl=9.48mm
INFO  setup_path     cpMaxStageDelayCell=sky130_fd_sc_hd__clkdlybuf4s50_1
INFO  setup_path     timing.critical_path.slowest_cell_delay=0.92ns
INFO  setup_path     worstPathBufferInverterCount=3
INFO  route          vias_per_std_cell=5.41
INFO  route          route.layer.met1.wl=4.67mm
INFO  logic_synthesis synthTopCellsByCount=sky130_fd_sc_hd__a21oi_1 (49), sky130_fd_sc_hd__nor2_1 (46), sky130_fd_sc_hd__nand2_1 (43), sky130_fd_sc_hd__ha_1 (31), sky130_fd_sc_hd__mux2_2 (31)
INFO  min_path       worst_hold_path_type=in -> out
INFO  route          vias=3482
INFO  route          wl_met2=4.37mm
INFO  timing         fin_tns_setup=0ns
INFO  logic_synthesis synth_area=2730µm²
[cells in the final DEF, fill, tap and decap left out, types with 4 or more instances in the layout]
| master | Yosys | layout |
|---|---|---|
| sky130_fd_sc_hd__nor2_1 | 46 | 46 |
| sky130_fd_sc_hd__mux2i_1 | 4 | 4 |
| sky130_fd_sc_hd__o21a_1 | 8 | 8 |
| sky130_fd_sc_hd__and3_1 | 6 | 6 |
| sky130_fd_sc_hd__a21o_1 | 15 | 15 |
| sky130_fd_sc_hd__nor3_1 | 8 | 8 |
| sky130_fd_sc_hd__mux2_2 | 31 | 31 |
| sky130_fd_sc_hd__a21oi_1 | 49 | 48 |
| sky130_fd_sc_hd__nand4_1 | 12 | 12 |
| sky130_fd_sc_hd__nand2_1 | 43 | 43 |
| sky130_fd_sc_hd__clkdlybuf4s50_1 | 0 | 165 |
| sky130_fd_sc_hd__nand3_1 | 11 | 11 |
| sky130_fd_sc_hd__xnor2_1 | 11 | 11 |
| sky130_fd_sc_hd__ha_1 | 31 | 31 |
| sky130_fd_sc_hd__xor2_1 | 5 | 5 |
| sky130_fd_sc_hd__inv_1 | 5 | 5 |
| sky130_fd_sc_hd__o21ai_0 | 20 | 20 |
[layer usage]
metal / vias to the layer above / GRT usage (%)
li1: 1780 / -
met2: 100 / 33.7
met4: 0 / 0
met3: 0 / 1.02
met5: - / 0
met1: 1602 / 28.5
[power groups by stage]
| stage | combinational [µW] | clock, µW | sequential, µW |
|---|---|---|---|
| 6_report | 145 | 0 | 0 |
| 5_1_grt | 160 | 0 | 0 |
| 4_1_cts | 146 | 0 | 0 |
[cells by family after synthesis]
kind of cell	count (synthesis)	share of synthesized area, %
compound gates	134	34.2
xor+xnor	16	5.13
fa+ha+maj	32	14.9
buf+inv	33	5.58
mux	35	14.2
simple gates	146	25.9
[metrics by stage]
| step | util [%] | instances | hold WS [ns] |
|---|---|---|---|
| after CTS | 50.4 | 644 | 8.69 |
| after global placement | 50.4 | 644 | 8.68 |
| after global routing | 50.4 | 644 | 8.73 |
| after floorplan | - | 396 | 7.85 |
| final | 50.4 | 644 | 8.68 |
| after detailed placement | 50.4 | 644 | 8.69 |
[cell type report]
cell class                 count  share of cell area [%]
timing repair buffer         168                    37.9
inverter                       5                   0.425
tap                          108                    3.06
multi-input combinational    363                    58.6
[worst paths after layout]
path | cells after the start | from | slack (ns) | to
worst max-delay path | 11 | branch_sel[2] | 7.66 | next_pc[29]
worst min-delay path | 4 | pc_add4[1] | 8.68 | next_pc[1]
Power and IR drop assume default switching activity.
