--- /design/flow/constraint.sdc ---
current_design ysyx22041405_ALU

set clk_period 442.4
set clk_io_pct 0.2

create_clock -name clk0 -period $clk_period

set non_clock_inputs [all_inputs -no_clocks]
set_input_delay [expr $clk_period * $clk_io_pct] -clock clk0 $non_clock_inputs
set_output_delay [expr $clk_period * $clk_io_pct] -clock clk0 [all_outputs]
--- /design/flow/design.v ---
module ysyx22041405_ALU#(parameter WIDTH = 32)(
    input [WIDTH - 1: 0] src1,
    input [WIDTH - 1: 0] src2,
    output[WIDTH - 1: 0] result,
    input [       13: 0] alu_Ctrl
);
    localparam ALUDIV   = 10'b1000000000;
    localparam ALUMUL   = 10'b0100000000;
    localparam ALUSHIFT = 10'b0010000000;
    localparam ALUADDER = 10'b0001000000;
    localparam ALUSLT   = 10'b0000100000;
    localparam ALUBGE   = 10'b0000010000;
    localparam ALUAND   = 10'b0000001000;
    localparam ALUOR    = 10'b0000000100;
    localparam ALUXOR   = 10'b0000000010;
    localparam ALUMOD   = 10'b0000000001;
    wire                alu_UorS;    
    wire                alu_LorR;    
    wire                alu_AorS;    
    wire                alu_AorL;    
    wire [        9: 0] alu_op;      
    assign {alu_UorS , alu_LorR , alu_AorS , alu_AorL , alu_op} = alu_Ctrl;
    wire [WIDTH - 1: 0] alu_shift;   
    wire [WIDTH - 1: 0] alu_add;     
    wire [WIDTH - 1: 0] alu_slt;     
    wire [WIDTH - 1: 0] alu_bge;     
    wire [WIDTH - 1: 0] alu_and;     
    wire [WIDTH - 1: 0] alu_or;      
    wire [WIDTH - 1: 0] alu_xor;     
    wire [WIDTH - 1: 0] alu_mod;     
    wire [WIDTH - 1: 0] alu_mul;     
    wire [WIDTH - 1: 0] alu_div;     
    wire [WIDTH - 1: 0] Llshift;
    wire [WIDTH - 1: 0] Lashift;
    wire [WIDTH - 1: 0] Rlshift;
    wire [WIDTH - 1: 0] Rashift;
    assign Llshift = src1 << src2;
    assign Lashift = $signed(src1) << $signed(src2);
    assign Rlshift = src1 >> src2;
    assign Rashift = $signed(src1) >> $signed(src2);
    assign alu_shift = alu_LorR?
    ( alu_AorL? Rlshift : Rashift ):
    ( alu_AorL? Llshift : Lashift );
    wire [WIDTH - 1: 0] adder_u;
    wire [WIDTH - 1: 0] adder_s;
    wire [WIDTH - 1: 0] adder_ssub;
    wire [WIDTH - 1: 0] adder_usub;
    assign adder_u       = src1 + src2;
    assign adder_usub    = src1 - src2;
    assign adder_s       = $signed(src1) + $signed(src2);
    assign adder_ssub    = $signed(src1) - $signed(src2);
    assign alu_add       = alu_UorS?
    ( alu_AorS? adder_ssub : adder_s ):
    ( alu_AorS? adder_usub : adder_u );
    wire slt_u;
    wire slt_s;
    wire bge_u;
    wire bge_s;
    assign slt_u = src1 < src2;
    assign slt_s = $signed(src1) < $signed(src2);
    assign alu_slt = alu_UorS? {{(WIDTH-1){1'b0}},slt_s} : {{(WIDTH-1){1'b0}},slt_u};
    assign bge_u = src1 >= src2;
    assign bge_s = $signed(src1) >= $signed(src2);
    assign alu_bge = alu_UorS? {{(WIDTH-1){1'b0}},bge_s} : {{(WIDTH-1){1'b0}},bge_u};
    wire [WIDTH - 1: 0] and_u;
    wire [WIDTH - 1: 0] and_s;
    wire [WIDTH - 1: 0] or_u;
    wire [WIDTH - 1: 0] or_s;
    wire [WIDTH - 1: 0] xor_u;
    wire [WIDTH - 1: 0] xor_s;
    wire [WIDTH - 1: 0] mod_u;
    wire [WIDTH - 1: 0] mod_s;
    assign and_u = src1 & src2;
    assign and_s = $signed(src1) & $signed(src2);
    assign or_u = src1 | src2;
    assign or_s = $signed(src1) | $signed(src2);
    assign xor_u = src1 ^ src2;
    assign xor_s = $signed(src1) ^ $signed(src2);
    assign mod_u = src1 % src2;
    assign mod_s = $signed(src1) % $signed(src2);
    assign alu_and = alu_UorS? and_s : and_u;
    assign alu_or  = alu_UorS?  or_s : or_u;
    assign alu_xor = alu_UorS? xor_s : xor_u;
    assign alu_mod = alu_UorS? mod_s : mod_u;
    wire [WIDTH - 1: 0] mul_u;
    wire [WIDTH - 1: 0] mul_s;
    wire [WIDTH - 1: 0] div_u;
    wire [WIDTH - 1: 0] div_s;
    assign mul_u = src1 * src2;
    assign mul_s = $signed(src1) * $signed(src2);
    assign div_u = src1 / src2;
    assign div_s = $signed(src1) / $signed(src2);
    reg  [WIDTH - 1: 0] ret_base_d;
    always @(*) begin
        case(alu_op[9:0])
            ALUDIV:       ret_base_d = alu_div;
            ALUMUL:       ret_base_d = alu_mul;
            ALUSHIFT:     ret_base_d = alu_shift;
            ALUADDER:     ret_base_d = alu_add;
            ALUSLT:       ret_base_d = alu_slt;
            ALUBGE:       ret_base_d = alu_bge;
            ALUAND:       ret_base_d = alu_and;
            ALUOR:        ret_base_d = alu_or;
            ALUXOR:       ret_base_d = alu_xor;
            ALUMOD:       ret_base_d = alu_mod;
            default: ret_base_d = 0;
        endcase
    end
    assign result = ret_base_d;
endmodule  
--- /design/flow/config.mk ---
export PLATFORM = sky130hd
export DESIGN_NAME = ysyx22041405_ALU
export DESIGN_NICKNAME = ysyx22041405_ALU
export VERILOG_FILES = /design/flow/design.v
export SDC_FILE = /design/flow/constraint.sdc
export NUM_CORES = 4
export LEC_CHECK = 1
export CORE_UTILIZATION = 40
--- /design/flow/run.sh ---
#!/bin/bash
# OpenROAD 26Q1-2900-gdf79404cd8, Yosys 0.63+post, stock flow scripts
make -C /OpenROAD-flow-scripts/flow DESIGN_CONFIG=/design/flow/config.mk WORK_HOME=/design/flow/orfs finish
==> impl_metrics.yaml <==
# implementation run metrics
global_route:
  antenna_found_initial: 14
  grt-ovfl-total: 0
  grt_max_degree: 70
  grt_pass1_vias: 51758
  grt_pass1_wl_mm: 339
  grtUsageTotal_pct: 37.8
die:
  die_h_microns: 346
  die_w_microns: 346
  ios: 110
  dieArea_sq_um: 119000
  placementRows: 125
  core_region_area_sq_um: 117000
  initCoreUtil_pct: 40.5
placed_design:
  place_congestion: 1.07
  dpl.hpwl_mm: 185
  io_buffer_count: 109
  dpl_cell_area_sq_um: 51000
  dp.cells: 8765
final_layout:
  clkbuf_count: 0
  final_cell_area_sq_um: 51000
  instances_no_fill: 8768
  fill_cells: 12333
  seq_area_sq_um: 0
  drive_gt1_share_pct: 7.28
  areaGrowthSynthToFinish_pct: 7.98
  ff_count: 0
setup_path:
  required_ns: 353.92
  crit_path_start_kind: "input port"
  cpMostUsedCell: "buf_4"
  worst-setup-path-type: "in -> out"
  worst_ep_arrival_time_ns: 186.50
  crit_path_top_delay_cell: "nor4_1"
  worstPathMaxFanout: 52
  crit_path_end_kind: "output port"
  slowest_delay_ns: 0.86
final_timing:
  tightest_slew_ns: 1.09
  setup_viol_count_final: 0
  setup_tns_ns: 0
  post-route-period-util_pct: 62.2
  max_freq_mhz: 3.64
  final-hold-violation-count: 0
  final_max_slew_viol_count: 0
  rsz0062_at_grt: "no"
  timing.slew.headroom_pct: 26.6
  period_needed_ns: 274.98
status:
  status: "finished, final reports clean"
routing:
  ant_nets: 0
  drc: 0
  firstDrtPassIters: 6
  dr_total_vias: 57341
  wl_per_cell_microns: 26.3
  drtIter0Drc: 6208
  drt_wl_total_mm: 231
  viasPerCell: 6.54
yosys:
  synth.distinct_cells: 108
  syn_area_sq_um: 47200
  yosys-stat-cells: 7219
  syn_avg_cell_area_sq_um: 6.54
  ys_seq_share_pct: 0
  netlist_instances: 7219
  yosys_area_sq_um: 47200
  yosys_warnings: 65
clocking:
  post_cts_resized: 0
  hold_buffers: 0
  cts_setup_buffers: 0
pwr:
  powerDensity_nw_per_um2: 4.59
  peakVddDrop_mv: 0.00753
  power_leakage_nw: 22.0
  power_mw: 0.234
flow_run:
  tool_warnings: 100
  drv_cap: 0
hold_path:
  hold_class: "in -> out"
-- final timing paths --
check | start | endpoint | slack, ns | cells after the start
worst max-delay path | src2[14] | result[30] | 167.42 | 356
worst min-delay path | alu_Ctrl[8] | result[0] | 178.06 | 4
-- layout by cell type, fill, tap and decap left out, types with 52 or more instances in the layout --
cell type | Yosys | routed
a211oi_1 | 94 | 93
mux2_2 | 55 | 55
buf_4 | 4 | 238
nand3_1 | 196 | 196
nor3_1 | 223 | 221
a31oi_1 | 140 | 139
and2_1 | 60 | 60
or2_2 | 67 | 67
xor2_1 | 172 | 172
o31ai_1 | 68 | 68
xnor2_1 | 396 | 378
nand2_1 | 699 | 699
nand2b_1 | 72 | 72
o21bai_1 | 55 | 54
a21o_1 | 210 | 209
or3_1 | 88 | 88
nor4_1 | 73 | 70
inv_1 | 295 | 294
a21oi_1 | 638 | 635
o21ai_0 | 469 | 468
mux2i_1 | 78 | 77
nor2_1 | 863 | 859
clkdlybuf4s50_1 | 0 | 102
o21a_1 | 140 | 140
nor2b_1 | 52 | 52
ha_1 | 692 | 692
and3_1 | 59 | 59
o211ai_1 | 76 | 76
nand4_1 | 110 | 110
-- synthesized netlist by cell type, types with 172 or more instances --
cell	instances	share of area, %
a21o_1	210	3.3
a21oi_1	638	6.8
clkbuf_1	231	1.8
ha_1	692	18
inv_1	295	2.3
nand2_1	699	5.6
nand3_1	196	2.1
nor2_1	863	6.9
nor3_1	223	2.4
o21ai_0	469	5.0
xnor2_1	396	7.3
xor2_1	172	3.2
-- metrics by stage --
step / util [%] / hold WS (ns) / setup slack, ns
2_1_floorplan: - / 177.12 / 180.00
3_3_place_gp: 43.7 / 178.06 / 170.70
3_5_place_dp: 43.7 / 178.05 / 170.57
4_1_cts: 43.7 / 178.06 / 170.30
5_1_grt: 43.7 / 178.11 / 162.99
6_report: 43.7 / 178.06 / 167.42
-- logic make-up (layout without fill, tap and decap cells) --
family / after synthesis / after routing / synth area share (%)
and+or+nand+nor: 2700 / 2700 / 27.3
AOI/OAI and AO/OA: 2484 / 2484 / 34.9
adders and majority gates: 696 / 696 / 18.5
buffers and inverters: 621 / 643 / 5.11
xor gates and xnor gates: 570 / 570 / 10.6
muxes: 146 / 146 / 3.59
other: 2 / 5 / 0.0159
-- critical path, delay by kind of cell --
kind                       cells  cell delay, ns
and+or+nand+nor              123           33.17
xor gates and xnor gates       1            0.18
muxes                          4            1.34
AOI/OAI and AO/OA            147           40.49
adders and majority gates     31           10.08
buffers and inverters         50           12.31
-- per-layer routing --
metal	up-vias	track usage, %	part of all wire, %	routed length (microns)
met1	26837	54.1	44	101000
met4	22	16.3	5.2	12000
met2	2829	54.5	41	93700
met5	-	0	0.063	146
met3	501	7.76	10	23400
li1	27152	-	-	-
-- cell type report --
cell class	count	area, sq um	area share (%)
tap	1524	1910	3.74
multi-input combinational	6598	45100	88.5
antenna	3	7.51	0.0147
inverter	296	1110	2.18
timing repair buffer	347	2840	5.58
-- where the power goes --
group           internal (mW)       total, mW  leakage [nW]  switching, mW
logic                  0.0862           0.234          22.0          0.148
clock network  0.000000000912  0.000000000931     0.0000190              0
registers                   0               0             0              0
Power is estimated from default activity; no workload was simulated.
